**./run.sh**
```bash
#!/bin/bash
# OpenROAD 26Q1-2900-gdf79404cd8, Yosys 0.63+post, stock flow scripts
make -C /OpenROAD-flow-scripts/flow DESIGN_CONFIG=/design/flow/config.mk WORK_HOME=/design/flow/orfs finish
```
**./config.mk**
```make
export PLATFORM = sky130hd
export DESIGN_NAME = multi_8b
export DESIGN_NICKNAME = multi_8b
export VERILOG_FILES = /design/flow/design.v
export SDC_FILE = /design/flow/constraint.sdc
export NUM_CORES = 4
export LEC_CHECK = 1
export CORE_UTILIZATION = 40
```
**./constraint.sdc**
```tcl
current_design multi_8b

set clk_period 7.4
set clk_io_pct 0.2

create_clock -name clk0 -period $clk_period [get_ports {clk}]

set non_clock_inputs [all_inputs -no_clocks]
set_input_delay [expr $clk_period * $clk_io_pct] -clock clk0 $non_clock_inputs
set_output_delay [expr $clk_period * $clk_io_pct] -clock clk0 [all_outputs]
```
**./design.v**
```verilog
module multi_8b(
  input clk,
  input rst,
  input inicio,
  input [15:0] multiplicando, 
  input [7:0] multiplicador,  
  output reg [15:0] produto,
  output reg fim
);
  reg [7:0] A;
  reg [15:0] B;
  reg [3:0] count;
  wire [15:0] w_soma, w_shiftB;
  wire [7:0] w_shiftA;
  always @(posedge clk or posedge rst) begin
    if (rst) begin
      produto <= 0;
      A <= 0;
      B <= 0;
      count <= 0;
      fim <= 0;
    end else if (inicio) begin
      A <= multiplicador;
      B <= multiplicando;
      count <= 8;
      produto <= 0;
      fim <= 0;
    end else if (count > 0) begin
      if (A[0] == 1) begin
        produto <= w_soma;
      end
      B <= w_shiftB;
      A <= w_shiftA;
      count <= count - 1;
      if (count == 1)
        fim <= 1;
    end
  end
  mux8x1_16b mux_soma (.a(produto), .b(B), .x(1'b0), .y(1'b0), .z(1'b0), .s(w_soma));
  mux8x1_16b mux_shiftB (.a(B), .b(16'b1), .x(1'b0), .y(1'b1), .z(1'b0), .s(w_shiftB));
  mux8x1_8b mux_shiftA (.a(A), .b(8'b1), .x(1'b0), .y(1'b1), .z(1'b1), .s(w_shiftA));
endmodule
module mux8x1_16b (
	input [15:0] a, b,
	input x, y, z,
	output reg [15:0] s
);
	always@*
	begin
		case ({x, y, z})
			3'b000: s = a + b;
			3'b001: s = a - b;
			3'b010: s = a << b;
			3'b011: s = a >> b;
			3'b100: s = a & b;
			3'b101: s = a | b;
			3'b110: s = a ^ b;
			3'b111: s = ~a;
		endcase
	end
endmodule
module mux8x1_8b (
	input [7:0] a, b,
	input x, y, z,
	output reg [7:0] s
);
	always@*
	begin
		case ({x, y, z})
			3'b000: s = a + b;
			3'b001: s = a - b;
			3'b010: s = a << b;
			3'b011: s = a >> b;
			3'b100: s = a & b;
			3'b101: s = a | b;
			3'b110: s = a ^ b;
			3'b111: s = ~a;
		endcase
	end
endmodule
```
==> run summary <==
Implementation numbers.

- For this run, the number of Yosys warnings is 3.
- The total of endpoints with negative setup slack in the final report is 0.
- The number of buffers on the longest clock path is 2.
- The leakage power of the design is ~0.0014 uW.
- The share of the clock period used by the worst path after layout is about 36%.
- The width of the die is between 80 and 90 um.
- The vias per cell is around 5.3.
- The first global-routing pass estimated 9200 um of wire.
- As logged by OpenROAD, the buffers inserted on ports number 43.
- Total power normalized to cell area comes to 301 nW/um^2.
- The area fraction in and, or, nand and nor cells after synthesis is 14.5%.
- Counting endpoints that fail hold in the final report gives 0.
- Based on the critical path, the design can be clocked at up to approximately 0.37 GHz.
- After floorplanning, the die was sized to cover 6790 um^2.
- Averaged over all synthesized cells, the footprint is 9.55 um^2.
- The element type at the critical path end is an output port.
- In this run, the number of DRC markers left after iteration 0 of detailed routing was 70.
- At the end of routability-driven placement, the weighted congestion stood at around 0.86.
- Before antenna repair, the detailed router went through 4 iterations.
- The data arrival time reported for the critical path is between 1 and 1.5 ns.
- The aggregate global routing overflow is 0.
- The tree is rooted in a clkbuf_8.
- The aoi/oai-family share of the synthesized area is 18.3%.
- The wire length reported by the detailed router is 5270 um.
- The number of gates resized after CTS was 0.
- TritonRoute output was used to compute an average wire per cell of 13.6 um.
- The detailed router placed 2049 vias in this run.
- The flow measured a signed area growth from synthesis to layout of 23.7%.
- The final antenna-violating net count is 0.
- In this run the tools logged warnings totalling 26.
- The number of cell instances after yosys synthesis is 271.
- The run finished with clean final reports.
- The final number of max-transition violations is 0.
- The distinct cell type count of the synthesized netlist is 44.
- The area reported by Yosys stat is 2590 um^2.
- Once the clock tree was built, the setup fixing pass inserted 0 buffers.
- The CTS log lists the clock sinks for this run as 45.
- The instance count of the mapped netlist is 271.
- The synthesis run shows multiplexers occupying a little over 8% of the cell area.
- For this configuration, the core starts out at a cell density of 42.4%.
- The cts-stage hold buffer count is 0.
- The die is around 82 um tall.
- In the Yosys report, the sequential cells make up 43.5% of the chip area.
- On the critical path, the stage with the largest delay is an instance of clkdlybuf4s50_1.
- After synthesis, the share of flip-flops with an asynchronous set or reset is 100%.
- The xor and xnor area share after synthesis is 3.72%.
- The worst hold-check path type is reg -> reg.
- The synthesis stat section lists a flop and latch total of 45.
- STA lists the maximum fanout along the critical path as 4.
- The number of global-route vias before repair was 1999.
- The worst slew slack as a fraction of its limit is roughly 60%.
- The report lists the cells along the critical path as clkdlybuf4s50_1.
- For the final database, setup skew stands at around 0.0077 ns.
- VDD sags by at most 0.141 mV.
- The required time reported for the critical path endpoint is 5.92 ns.
- The global routing report lists combined usage of all routing layers as 18.1%.
- The count of standard-cell rows is 28.
- Grouping non-sequential cells by family puts the most area in AND-OR/OR-AND gates.
- STA reports a reg2reg setup slack of 5.01 ns.
- The worst setup slack after layout is 4.71 ns.
- The total I/O pin count is 44.
- The clock tree from TritonCTS is yes.
- Per the post-run analysis, buffers plus inverters along the critical path come to 1.
- The worst path needs 2.69 ns of the cycle, external delays included.
- The max-capacitance violation count is 0.
- The timing report attributes the biggest portion of critical-path delay to buffers and inverters.
- Setup repair after global routing left no endpoint under its margin.
- The critical path in this run is classified as reg -> out.
- The total negative setup slack is 0 ns.
- The routed layout reports a DRC error count of 0.
- Buffers inserted during clock tree synthesis total 5.
- The largest single stage delay on the critical path is 0.50 ns.
- The clock input transition at the sequential cells of the worst setup and hold paths is 0.08 ns.
- The area fraction in full adders, half adders and majority gates is under 10%.
- Antenna repair during routing inserted a diode count of 0.
- The post-place setup slack is 4.55 ns.
- The share of post-route cells with drive strength above 1 is between 7 and 8%.
- The synthesized area is 2590 um^2.
- The post-synth tally of flip-flops with integrated enable is 0.
- The transition time of the tightest slew-check pin is 0.574 ns.
- Looking at the clock tree report, the H-tree level count equals 2.
- The number of antenna violations at the first check in global routing is 0.
- The core region is 6100 um^2.
- STA classifies the critical path startpoint as a flip-flop.
- The largest net degree at the start of global routing is 58.
- The wire-length estimate of the detail-placed layout is 3620 um.
- At the later pin of the worst-skew pair, clock insertion delay measures 0.30 ns.
- Post-synth the commonest register cell is dfrtp_1.
-- report_power, final --
group	switching [uW]	internal, uW
logic	207	214
clock network	84.4	98.3
registers	52.7	306
total	344	618
-- Yosys cell counts, types with 2 or more instances --
cell      count  share of area [%]
dfrtp_1      45                 44
nand2_1      42                6.1
o21ai_0      40                7.7
mux2i_1      21                8.1
ha_1         17                8.2
nor2_1       13                1.9
a21oi_1      12                2.3
inv_1         8                1.2
a21o_1        7                2.0
clkbuf_1      7                1.0
xor2_1        7                2.4
nand3_1       5               0.97
nand2b_1      4               0.97
nor3_1        4               0.77
xnor2_1       4                1.4
buf_2         3               0.58
or3_1         3               0.73
nor2b_1       2               0.48
o211ai_1      2               0.58
-- flip-flops by register name, indices dropped and copies added (netlist names) --
register,flops
B,16
A,8
produto,16
fim,1
count,4
-- cell families after synthesis --
kind of cell | count (synthesis)
AND-OR/OR-AND | 76
XOR/XNOR | 11
adder cells (fa/ha/maj) | 18
buffers and inverters | 19
flip-flops | 45
multiplexers | 21
AND/OR/NAND/NOR | 81
-- worst register-to-register path, stage by stage (launching register included) --
cell and delay (ns):
dfrtp_1 0.43, ha_1 0.30, a211oi_1 0.37, o211ai_2 0.18
a221oi_2 0.34, o31ai_2 0.11, xnor2_1 0.14, or3_1 0.30
a21oi_1 0.15
-- layout by cell type, fill, tap and decap left out, types with 2 or more instances in the layout --
| cell | count |
|---|---|
| a21o_1 | 7 |
| dfrtp_1 | 45 |
| nor2b_1 | 2 |
| inv_1 | 7 |
| o211ai_1 | 2 |
| clkdlybuf4s50_1 | 42 |
| xor2_1 | 7 |
| a21oi_1 | 12 |
| clkbuf_8 | 5 |
| buf_4 | 4 |
| nand2_1 | 42 |
| o21ai_0 | 40 |
| mux2i_1 | 21 |
| ha_1 | 17 |
| nor3_1 | 4 |
| nor2_1 | 13 |
| xnor2_1 | 4 |
| or3_1 | 3 |
| nand2b_1 | 4 |
| nand3_1 | 5 |
-- final cells by class --
type / count / area [um^2]
Sequential cell: 45 / 1130
Timing Repair Buffer: 47 / 455
Tap cell: 75 / 93.8
Multi-Input combinational cell: 207 / 1390
Clock inverter: 2 / 35.0
Clock buffer: 5 / 68.8
Inverter: 8 / 30.0
Fill cell: 567 / 2900
-- metrics by stage --
step                      hold WS [ns]  power (uW)  area (um^2)  utilization [%]  std cells
final                            0.506         963         3200             52.5        389
after global routing             0.542        1050         3200             52.5        389
after CTS                        0.517         975         3200             52.5        389
after detailed placement         0.495         787         3100             50.8        382
after global placement           0.480         783         3100             50.8        382
after floorplan                  0.442         649         2590                -        271
-- path summary, 6_finish.rpt --
| check | from | to | depth (start not counted) |
|---|---|---|---|
| max | produto[1]$_DFFE_PP0P_ | produto[1] | 1 |
| min | fim$_DFFE_PP0P_ | fim$_DFFE_PP0P_ | 2 |
| max reg2reg | produto[1]$_DFFE_PP0P_ | produto[15]$_DFFE_PP0P_ | 8 |
| min reg2reg | fim$_DFFE_PP0P_ | fim$_DFFE_PP0P_ | 2 |
| max in group asynchronous | rst | produto[6]$_DFFE_PP0P_ | 3 |
| min in group asynchronous | rst | A[2]$_DFFE_PP0P_ | 3 |
-- metal layers --
layer | share of wire, % | up-vias | GRT usage (%)
met5 | 0 | - | 0
met4 | 0.95 | 0 | 1.58
met3 | 3.9 | 5 | 3.12
met2 | 46 | 40 | 29.2
met1 | 50 | 963 | 27.4
li1 | - | 1041 | -
Power figures rest on the tool's default switching activity, not on a simulated workload.
