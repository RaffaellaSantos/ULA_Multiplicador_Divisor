## ./config.mk

```make
export PLATFORM = sky130hd
export DESIGN_NAME = ULA_8b
export DESIGN_NICKNAME = ULA_8b
export VERILOG_FILES = /design/flow/design.v
export SDC_FILE = /design/flow/constraint.sdc
export NUM_CORES = 4
export LEC_CHECK = 1
export CORE_AREA = 10 10 70 70
export DIE_AREA = 0 0 80 80
```

## ./constraint.sdc

```tcl
current_design ULA_8b

set clk_period 5.8
set clk_io_pct 0.2

create_clock -name clk0 -period $clk_period

set non_clock_inputs [all_inputs -no_clocks]
set_input_delay [expr $clk_period * $clk_io_pct] -clock clk0 $non_clock_inputs
set_output_delay [expr $clk_period * $clk_io_pct] -clock clk0 [all_outputs]
```

## ./design.v

```verilog
module ULA_8b(
	input [7:0] A, B,
	input x, y,
	output [3:0] flag,
	output [7:0] saida
);
	wire signed [7:0] As = A, Bs = B;
	wire signed [8:0] soma_ext;   
	wire [7:0] w0, w1, w2, w3, s;
	assign soma_ext = As + Bs;
	assign w0 = soma_ext[7:0];
	assign w1 = A & B;
	assign w2 = A | B;
	assign w3 = ~A;
	mux_4x1 muxout(
		.i0(w0), .i1(w1), .i2(w2), .i3(w3), .s1(x), .s0(y), .f(s)
	);
	assign saida = s;
	wire is_soma = ~x & ~y;
	assign flag[1] = (s == 8'b0);                   
	assign flag[0] = s[7];                          
	assign flag[3] = is_soma ? soma_ext[8] : 1'b0;  
	assign flag[2] = is_soma ? (As[7] == Bs[7] && s[7] != As[7]) : 1'b0;  
endmodule
module mux_4x1(i0, i1, i2, i3, s1, s0, f);
	input [7:0] i0, i1, i2, i3;
	input s1, s0;
	output [7:0] f;
	assign f[7] = ~s1&(~s0)&i0[7] | ~s1&(s0)&i1[7] | s1&(~s0)&i2[7] | s1&(s0)&i3[7];
	assign f[6] = ~s1&(~s0)&i0[6] | ~s1&(s0)&i1[6] | s1&(~s0)&i2[6] | s1&(s0)&i3[6];
	assign f[5] = ~s1&(~s0)&i0[5] | ~s1&(s0)&i1[5] | s1&(~s0)&i2[5] | s1&(s0)&i3[5];
	assign f[4] = ~s1&(~s0)&i0[4] | ~s1&(s0)&i1[4] | s1&(~s0)&i2[4] | s1&(s0)&i3[4];
	assign f[3] = ~s1&(~s0)&i0[3] | ~s1&(s0)&i1[3] | s1&(~s0)&i2[3] | s1&(s0)&i3[3];
	assign f[2] = ~s1&(~s0)&i0[2] | ~s1&(s0)&i1[2] | s1&(~s0)&i2[2] | s1&(s0)&i3[2];
	assign f[1] = ~s1&(~s0)&i0[1] | ~s1&(s0)&i1[1] | s1&(~s0)&i2[1] | s1&(s0)&i3[1];
	assign f[0] = ~s1&(~s0)&i0[0] | ~s1&(s0)&i1[0] | s1&(~s0)&i2[0] | s1&(s0)&i3[0];
endmodule
```

## ./run.sh

```bash
#!/bin/bash
# OpenROAD 26Q1-2900-gdf79404cd8, Yosys 0.63+post, stock flow scripts
make -C /OpenROAD-flow-scripts/flow DESIGN_CONFIG=/design/flow/config.mk WORK_HOME=/design/flow/orfs finish
```

==> summary.rpt <==
RUN METRICS
----------------------------------------------------
[Worst setup path]
  Most used cell along the critical path ........................ sky130_fd_sc_hd__clkdlybuf4s50_1
  Largest stage delay, worst path ........................ 0.51 ns
  Crit start category ........................ input pin
  Worst Setup End Kind ........................ primary output
  Launching instance or port of the critical path ........................ A[0]
  Path type of the worst setup path ........................ in -> out
  Largest driver fanout on the critical path ........................ 4
  Crit-path cells ........................ clkdlybuf4s50_1 > ha_1 > fa_1 > a211oi_1 > o21bai_1 > and4_1 > or3_1 > nor4_2 > clkdlybuf4s50_1
  CP Data Required Time ........................ 4.64 ns
  Total buffers and inverters traversed by the critical path ........................ 2
  Instance count on the critical path ........................ 9
  Master of the slowest instance on the critical path ........................ sky130_fd_sc_hd__clkdlybuf4s50_1
  Worst Path Arrival ........................ 4.05 ns
  Family with the most delay on the worst path ........................ buffers and inverters
  Critical path capture point ........................ flag[1]

[Route]
  Number of vias per cell ........................ 4.478
  Number of remaining DRC errors ........................ 0
  Antenna diodes ........................ 0
  Vias ........................ 824
  Routed Wire Length ........................ 2147 um
  Post-detailed-route count of antenna-violating nets ........................ 0
  First-pass DRT Iterations ........................ 4
  Violation count after the first detailed-route iteration ........................ 32
  WL per Instance ........................ 11.67 um

[Floorplanning]
  Number of top-level design ports ........................ 30
  Overall die area ........................ 6400 um2
  Core footprint ........................ 3416 um2
  Die Span X ........................ 80 um
  Die Height ........................ 80 um
  Fp util ........................ 23.70%
  Number of placement rows ........................ 21

[Global routing]
  Global-route usage over all layers ........................ 6.588%
  Total grt overflow ........................ 0
  Initial antenna violation count ........................ 0
  Maximum number of pins on one net before global-route repair ........................ 22
  First-pass GRT wire length ........................ 3581 um
  Vias in the first global route ........................ 773

[Synthesis]
  Synth Area in Adders ........................ 27.20%
  Average footprint of a synthesized cell ........................ 7.228 um2
  Cell count after synthesis ........................ 112
  Basic Gates by Area ........................ 19.01%
  Area share of the leading cell type in the synthesized netlist ........................ 24.73%
  Yosys Chip Area ........................ 809.5 um2
  Warning count from the yosys run ........................ 0
  Total standard cell area after synthesis ........................ 809.5 um2
  Post-synth seq share ........................ 0%
  Number of unique standard cell types used by synthesis ........................ 34
  Multiplexer share of the synthesized area ........................ 7.264%
  Dominant combinational family ........................ AND-OR/OR-AND gates
  Dominant cells by area after synthesis ........................ sky130_fd_sc_hd__ha_1, sky130_fd_sc_hd__inv_1, sky130_fd_sc_hd__o21ai_0
  Cell taking the most area after synthesis ........................ sky130_fd_sc_hd__ha_1
  Share of the synthesized netlist area taken by xor and xnor gates ........................ 2.164%
  Ys cells ........................ 112
  AO/OA Area Share ........................ 30.45%

[Clock network]
  Setup Buffers After CTS ........................ 0
  Post-CTS Hold Buffers ........................ 0
  Gates resized, CTS repair ........................ 0

[Cells and area]
  Fraction of layout cells with a size suffix above 1 ........................ 3.623%
  Top Layout Cells ........................ sky130_fd_sc_hd__clkdlybuf4s50_1, sky130_fd_sc_hd__inv_1, sky130_fd_sc_hd__ha_1
  Number of cells in the finished layout apart from fillers ........................ 184
  Dominant logic cell type in the layout ........................ sky130_fd_sc_hd__clkdlybuf4s50_1
  Number of flip-flops and latches ........................ 0
  Filler Cells Inserted ........................ 377
  Clock buffer count ........................ 0
  Final core utilization ........................ 33.19%
  Relative area change from synthesis to final layout ........................ 40.03%
  Register Area ........................ 0 um2

[Final timing]
  Crit path time final ........................ 5.207 ns
  Minimum hold slack ........................ 3.428 ns
  Part of the cycle the worst path needs ........................ 89.78%
  Final Hold Fails ........................ 0
  Number of max-slew violations in the final report ........................ 0
  RSZ-0062 raised after global routing ........................ false
  Number of setup violations in the final report ........................ 0
  Peak clock frequency supported by timing ........................ 192.0 MHz
  Final worst slack ........................ 0.5930 ns
  Max_slew headroom ........................ 55.18%
  Aggregate negative setup slack ........................ 0 ns
  Slew of the pin with the lowest slew margin ........................ 0.6702 ns

[Placed design]
  Count of input and output buffers ........................ 30
  Weighted congestion at the end of routability-driven global placement ........................ 0.9213
  Dpl hpwl ........................ 1850 um
  Setup Slack @ Placement ........................ 0.5796 ns
  Post-placement cell count ........................ 184

[Status]
  Outcome ........................ complete, no violations

[Power]
  Power density over the cells ........................ 79.91 nW/um2
  Maximum vdd drop ........................ 23.56 uV
  Leakage dissipation ........................ 0.5072 nW

[Min path]
  Worst hold path type ........................ in -> out
  Min-Delay Path Depth ........................ 5

[Flow run]
  Total tool warning count ........................ 40
  Count of maximum capacitance violations ........................ 0

----------------------------------------------------
[tightest hold or removal path, cell delays in order]
cell and delay, ns:
sky130_fd_sc_hd__clkdlybuf4s50_1 0.45, sky130_fd_sc_hd__inv_1 0.11, sky130_fd_sc_hd__xnor2_1 0.12, sky130_fd_sc_hd__nor3_1 0.04, sky130_fd_sc_hd__clkdlybuf4s50_1 0.39
[how the worst min path moves through the flow]
stage / start / endpoint / slack [ns]
6_report: A[7] / flag[2] / 3.43
5_1_grt: A[7] / flag[2] / 3.52
4_1_cts: A[7] / flag[2] / 3.44
[per-layer routing]
metal | track usage (%) | up-vias | part of all wire, %
met5 | 0 | - | 0
met4 | 0.1761 | 0 | 0.42
met3 | 1.023 | 2 | 5.0
met2 | 11.40 | 16 | 48
met1 | 8.818 | 352 | 47
li1 | - | 454 | -
[cells by family (layout without fill, tap and decap cells)]
group | after synthesis | after routing
muxes | 3 | 3
buffers and inverters | 25 | 51
AOI/OAI and AO/OA | 36 | 36
and+or+nand+nor | 29 | 29
xor gates and xnor gates | 2 | 2
adders and majority gates | 17 | 17
[power breakdown]
| part | internal, W | switching [W] | total [W] |
|---|---|---|---|
| clock | 0 | 0 | 0 |
| combinational | 0.0000507 | 0.0000399 | 0.0000906 |
| sequential | 0 | 0 | 0 |
| total | 0.0000507 | 0.0000399 | 0.0000906 |
[Yosys cell counts, drive strengths merged, types with 2 or more instances]
library cell / n
inv: 21
ha: 16
o21ai: 9
nor2: 8
nand2: 7
a21oi: 5
a211oi: 4
buf: 4
o211ai: 4
a21o: 3
and2: 3
o21bai: 3
a221oi: 2
mux4: 2
nand2b: 2
o32ai: 2
or2: 2
or3: 2
[through the flow]
stage / cell area [um2] / total power [W]
5_1_grt: 1134 / 0.0001028
6_report: 1134 / 0.00009058
2_1_floorplan: 809.5 / 0.00005148
3_3_place_gp: 1134 / 0.00009060
4_1_cts: 1134 / 0.00009182
3_5_place_dp: 1134 / 0.00009117
[final cells by class]
type / instances / area [um2] / share of cell area [%]
inverter: 21 / 78.83 / 6.954
multi-input combinational: 87 / 696.9 / 61.48
timing repair buffer: 30 / 300.3 / 26.49
tap: 46 / 57.56 / 5.077
Power figures rest on the tool's default switching activity, not on a simulated workload.
