==> design.v <==
module div_8b (
	input clk, rst, inicio,
	input [7:0] A, B,  
	output reg [7:0] quociente,
	output reg fim,
	output reg [15:0] resto_out
);
	reg [15:0] divisor;
	reg [15:0] resto;
	reg [3:0] count;
	reg busy;  
	always @(posedge clk or posedge rst) begin
		if (rst) begin
			resto <= 0;
			divisor <= 0;
			quociente <= 0;
			resto_out <= 0;
			count <= 0;
			fim <= 0;
			busy <= 0;
		end else if (inicio && !busy) begin
			resto <= {8'd0, A};
			divisor <= {B, 8'd0};
			count <= 8;
			fim <= 0;
			busy <= 1;
		end else if (busy && count > 0) begin
			resto = resto << 1;
			if (resto[15:8] >= (divisor >> 8)) begin
				resto[15:8] = resto[15:8] - (divisor >> 8);
				resto[0] = 1'b1;
			end else begin
				resto[0] = 1'b0;
			end
			count <= count - 1;
			if (count == 1) begin
				quociente <= resto[7:0];
				resto_out <= resto[15:8];  
				fim <= 1;
				busy <= 0;
			end
		end
	end
endmodule
==> run.sh <==
#!/bin/bash
# OpenROAD 26Q1-2900-gdf79404cd8, Yosys 0.63+post, stock flow scripts
make -C /OpenROAD-flow-scripts/flow DESIGN_CONFIG=/design/flow/config.mk WORK_HOME=/design/flow/orfs finish
==> config.mk <==
export PLATFORM = sky130hd
export DESIGN_NAME = div_8b
export DESIGN_NICKNAME = div_8b
export VERILOG_FILES = /design/flow/design.v
export SDC_FILE = /design/flow/constraint.sdc
export NUM_CORES = 4
export LEC_CHECK = 1
export CORE_UTILIZATION = 50
==> constraint.sdc <==
current_design div_8b

set clk_period 5.5
set clk_io_pct 0.2

create_clock -name clk0 -period $clk_period [get_ports {clk}]

set non_clock_inputs [all_inputs -no_clocks]
set_input_delay [expr $clk_period * $clk_io_pct] -clock clk0 $non_clock_inputs
set_output_delay [expr $clk_period * $clk_io_pct] -clock clk0 [all_outputs]
==> deck_impl_summary.md <==
Run Summary

Outcome
  – Status: finished clean

Synth
  – Synth Register Bits: around 45
  – Syn Std Cell Area: between 2000 and 2500 um^2
  – Ys Warns: 1
  – Dominant cell area share: a little under half
  – Commonest flop: dfrtp_1
  – Gate Count Post-Synth: 269
  – Cell count in the Yosys report: 269
  – Yosys stat area: 2439 um^2
  – Yosys cell types: 46
  – EDFF count, synth: 0
  – Avg Cell Area, Syn: 9.065 um^2
  – Synth area leaders: dfrtp_1 46%, nand2_1 9.7%, ha_1 5.6%
  – Top cell type by instance count after synthesis: nand2_1
  – Post-synth top area cell: dfrtp_1
  – Synth Seq Share: 46.18%
  – Fraction of registers with async set/reset: roughly 100%
  – Top post-synthesis cells by count: 63 x nand2_1, 45 x dfrtp_1, 15 x o21ai_0, 14 x nand3_1, 13 x inv_1

Final timing
  – Final hold vios: 0
  – # setup viols final: 0
  – Relative slew slack: 44.83%
  – Period utilization: about 45%
  – Final min period: 2464 ps
  – Slew Limit Fails: 0
  – Clock skew: 5.497 ps
  – Setup TNS Final: 0 ps
  – RSZ-0062 raised after global routing: no
  – FMAX: 405.9 MHz
  – Slew @ Worst Pin: 823.2 ps

Floorplanning
  – Core Box Area: 4692 um^2
  – I/O pin cnt: approximately 44
  – Die Y: approximately 72 um
  – Standard-cell rows: 25
  – Die width: between 70 and 80 um
  – Fp util: 51.97%
  – Die Size: 5160 um^2

Route
  – Drt drc: 0
  – Initial DRT Pass Iterations: 4
  – Initial DRC Count: around 120
  – Final ANT Viol Nets: 0
  – Wire length per cell: 14.43 um
  – Routed WL: 5151 um
  – Diode count: 0
  – Via Count: 1987
  – Vias per cell: ~5.6

Clocking
  – Root buffer cell: clkbuf_8
  – CTS tree: yes
  – Reg clk slew, reported paths: 90 ps
  – Longest Clk Path Bufs: 2
  – Clk latency late pin: 300 ps
  – Post CTS Setup Buffer Count: 0
  – Post-CTS Hold Fix Bufs: 0
  – Post-cts sizing count: 0
  – CTS H-tree depth: 2
  – Clk sinks: 45
  – CTS buffer count: 5

Power and ir drop
  – Leakage: around 1.3 nW
  – VDD IR max: 0.0003583 V
  – PD cells: approximately 650 nW/um^2

Final layout
  – Fin cells: 357
  – Reg area: 1126 um^2
  – Fraction of layout cells with a size suffix above 1: 6.601%
  – Layout fillers: 433
  – Gate Area: 1177 um^2
  – Area grow syn2layout: 19.55%

Global route
  – First-pass GRT wire length: between 8000 and 9000 um
  – Initial antenna violation count: 0
  – Vias in the first global route: 1744
  – Grt ovf: 0
  – Overall Global Routing Usage: 21.73%
  – Largest net degree at the start of global routing: about 46

Min path
  – Cells on Worst Hold Path: 2
  – Worst hold path type: flip-flop to flip-flop

Setup path
  – CP Capture Type: flip-flop
  – CP Launch Type: flip-flop
  – Data arrival, critical path: 2670 ps
  – Critical Path RT: between 5000 and 6000 ps
  – Crit path kind: flip-flop to flip-flop
  – FF-to-FF path depth: 9
  – Crit Path Max Fanout: 12

Placed design
  – Post-DP HPWL: 3574 um
  – Number of port buffers: 35
  – Dpl cells: between 300 and 400
  – Final Wtd Congestion: 0.8223

Flow run
  – Max Cap Viol: 0
  – OpenROAD warning count: 28
flip-flops by register name, indices dropped and copies added (netlist names):
register / cells
quociente: 8
resto_out: 8
busy: 1
count: 4
fim: 1
divisor: 8
resto: 15
cell families (layout without fill, tap and decap cells):
| logic type | Yosys count | count (layout) | synth area share (%) |
|---|---|---|---|
| other | 1 | 8 | 0.1538 |
| adders and majority gates | 12 | 12 | 6.465 |
| buffers and inverters | 33 | 60 | 6.619 |
| muxes | 2 | 2 | 0.8722 |
| and+or+nand+nor | 109 | 109 | 20.47 |
| DFF | 45 | 45 | 46.18 |
| AOI/OAI and AO/OA | 62 | 62 | 17.45 |
| xor gates and xnor gates | 5 | 5 | 1.796 |
stage by stage:
step | utilization, % | instance area, um^2 | power, mW | hold WS [ps] | worst slack (ps)
3_5_place_dp | 59.68 | 2800 | 1.648 | 463.4 | 2943
6_report | 62.13 | 2915 | 1.905 | 481.1 | 3036
5_1_grt | 62.13 | 2915 | 2.070 | 501.5 | 2838
2_1_floorplan | - | 2465 | 1.348 | 421.4 | 3285
3_3_place_gp | 59.68 | 2800 | 1.636 | 459.2 | 2940
4_1_cts | 62.13 | 2915 | 1.914 | 486.5 | 3058
power by group:
part	leakage [nW]	internal (mW)	switching, mW	total [mW]
clock	0.0543	0.136	0.119	0.255
sequential	0.557	0.490	0.108	0.598
combinational	0.717	0.467	0.585	1.05
total	1.33	1.09	0.812	1.90
path summary, 6_finish.rpt:
path                               from            to  slack, ps
max in group asynchronous           rst    divisor[8]       3850
setup / recovery               resto[7]     resto[11]       3040
hold reg to reg            quociente[5]  quociente[5]        480
hold / removal             quociente[5]  quociente[5]        480
setup reg to reg               resto[7]     resto[11]       3040
min in group asynchronous           rst  quociente[6]       1250
final cells by class:
cell class / instances / area share (%)
Clock buffer: 5 / 2.361
Clock inverter: 3 / 1.588
Inverter: 13 / 1.674
Multi-Input combinational cell: 198 / 40.39
Sequential cell: 45 / 38.63
Tap cell: 54 / 2.318
Timing Repair Buffer: 39 / 13.05
worst max-delay path, cell delays in order, from the launching register on:
cell and delay (ps):
dfrtp_1 430, inv_1 70, ha_1 140, inv_1 50
fa_1 400, a21o_1 220, a221oi_4 380, a21o_2 340
a21oi_1 130, o31ai_1 200
placed cells by master, fill, tap and decap left out, types with 2 or more instances in the layout:
master           instances
o21ai_1                  4
nor2_1                  10
a21o_1                   4
nand3b_1                 2
a31oi_1                  5
nand2_1                 63
o21ai_0                 15
a22oi_1                  7
buf_4                    4
o221ai_1                 2
xor2_1                   2
o31ai_1                  2
nand3_1                 14
nand4_1                  7
a21oi_1                  7
clkdlybuf4s50_1         35
dfrtp_1                 45
nand4b_1                 2
o211ai_1                 5
nand2b_1                 2
ha_1                    11
a2111oi_0                2
conb_1                   8
o311ai_1                 2
inv_1                   12
xnor2_1                  3
clkbuf_8                 5
layer usage:
layer | GRT usage [%] | wire length [um] | vias to the layer above
li1 | - | - | 994
met1 | 36.93 | 2542 | 939
met2 | 32.60 | 2349 | 52
met3 | 3.424 | 233 | 2
met4 | 1.743 | 25 | 0
met5 | 0 | 0 | -
Power figures rest on the tool's default switching activity, not on a simulated workload.
